### flow/config.mk
export PLATFORM = sky130hd
export DESIGN_NAME = lift
export DESIGN_NICKNAME = lift
export VERILOG_FILES = /design/flow/design.v
export SDC_FILE = /design/flow/constraint.sdc
export NUM_CORES = 4
export LEC_CHECK = 1
export CORE_UTILIZATION = 40
### flow/constraint.sdc
current_design lift

set clk_period 5.2
set clk_io_pct 0.2

create_clock -name clk0 -period $clk_period [get_ports {clk}]

set non_clock_inputs [all_inputs -no_clocks]
set_input_delay [expr $clk_period * $clk_io_pct] -clock clk0 $non_clock_inputs
set_output_delay [expr $clk_period * $clk_io_pct] -clock clk0 [all_outputs]
### flow/design.v
package lift_pkg;
	typedef struct packed {
		logic up;
		logic down;
	} direction_t;
endpackage : lift_pkg
module lift #(
	parameter int FLOOR_NUM = 16,
	parameter int STOP_DURATION = 10,
	parameter int MAKE_STOP_ASYNC = 1
)
(
	input  logic                                 clk,
	input  logic                                 rst,
	input  lift_pkg::direction_t [FLOOR_NUM-1:0] floors_direction,
	input  logic                 [FLOOR_NUM-1:0] floors_select,
	input  logic                 [FLOOR_NUM-1:0] lift_detector,
	input  logic                 [FLOOR_NUM-1:0] lift_stop_detector,
	output lift_pkg::direction_t                 lift_engine,
	output lift_pkg::direction_t [FLOOR_NUM-1:0] floors_direction_led,
	output logic                 [FLOOR_NUM-1:0] floors_select_led
);
	localparam int STOP_DURATION_WIDTH = $clog2(STOP_DURATION);
	typedef enum logic[1:0] {
		IDLE,
		UP,
		DOWN
	} state_t;
	state_t state;
	logic is_seleced_above;
	logic is_seleced_below;
	logic stop;
	logic stop_request;
	logic [STOP_DURATION_WIDTH-1:0] stop_cnt;
	logic lift_in_the_stop_possition;
	always_ff @(posedge clk) begin : DIR_LED
		if (rst) begin
			floors_direction_led <= '0;
		end
		else begin
			for (int i=0; i < FLOOR_NUM; i++) begin
				if (floors_direction[i].up) begin
					floors_direction_led[i].up <= 1'b1;
				end
				if (floors_direction[i].down) begin
					floors_direction_led[i].down <= 1'b1;
				end
				if (lift_stop_detector[i] && !stop_cnt) begin
					floors_direction_led[i].up   <= 1'b0;
					floors_direction_led[i].down <= 1'b0;
				end
			end
		end
	end
	always_ff @(posedge clk) begin
		if (rst) begin
			floors_select_led <= '0;
		end
		else begin
			for (int i=0; i < FLOOR_NUM; i++) begin
				if (floors_select[i]) begin
					floors_select_led[i] <= 1'b1;
				end
				if (lift_stop_detector[i] && !stop_cnt) begin
					floors_select_led[i] <= 1'b0;
				end
			end
		end
	end
	always_ff @(posedge clk) begin
		if (rst) begin
			state <= IDLE;
		end
		else begin
			case (state)
				IDLE: begin
					if (is_seleced_above) begin
						state <= UP;
					end
					else if (is_seleced_below) begin
						state <= DOWN;
					end
				end
				UP: begin
					if (!is_seleced_above && lift_in_the_stop_possition) begin
						state <= IDLE;
					end
				end
				DOWN: begin
					if (!is_seleced_below && lift_in_the_stop_possition) begin
						state <= IDLE;
					end
				end
			endcase
		end
	end
	bit above_current_floor_passed;
	always_comb begin
		is_seleced_above = 1'b0;
		above_current_floor_passed = 1'b0;
		for (int i=0; i < FLOOR_NUM; i++) begin
			if (above_current_floor_passed &&
					(floors_direction_led[i].down)) begin
				is_seleced_above = 1'b1;
			end
			if (above_current_floor_passed && i != (FLOOR_NUM - 1) &&
					(floors_direction_led[i].up || floors_select_led[i])) begin
				is_seleced_above = 1'b1;
			end
			if (lift_detector[i]) begin
				above_current_floor_passed = 1'b1;
			end
			if (above_current_floor_passed && i == (FLOOR_NUM - 1) &&
					(floors_direction_led[i].up || floors_select_led[i])) begin
				is_seleced_above = 1'b1;
			end
		end
	end
	bit below_current_floor_passed;
	always_comb begin
		is_seleced_below = 1'b0;
		below_current_floor_passed = 1'b0;
		for (int i=0; i < FLOOR_NUM; i++) begin
			if (!below_current_floor_passed &&
					(floors_direction_led[i].down || floors_select_led[i])) begin
				is_seleced_below = 1'b1;
			end
			if (!below_current_floor_passed && i != 0 &&
					(floors_direction_led[i].up)) begin
				is_seleced_below = 1'b1;
			end
			if (lift_detector[i]) begin
				below_current_floor_passed = 1'b1;
			end
			if (!below_current_floor_passed && i == 0 &&
					(floors_direction_led[i].up)) begin
				is_seleced_below = 1'b1;
			end
		end
	end
	always_comb begin
		if (MAKE_STOP_ASYNC) begin
			lift_engine.up   = state == UP   && !stop_request && !stop && !lift_stop_detector[FLOOR_NUM-1];
			lift_engine.down = state == DOWN && !stop_request && !stop && !lift_stop_detector[0];
		end
		else begin
			lift_engine.up   = state == UP   && !stop;
			lift_engine.down = state == DOWN && !stop;
		end
	end
	always_comb begin
		lift_in_the_stop_possition = 1'b0;
		for (int i=0; i < FLOOR_NUM; i++) begin
			if (lift_stop_detector[i]) begin
				lift_in_the_stop_possition = 1'b1;
			end
		end
	end
	always_comb begin
		stop_request = 1'b0;
		for (int i=0; i < FLOOR_NUM; i++) begin
			if (lift_stop_detector[i] &&
				 		(floors_select_led[i] ||
						(floors_direction_led[i].up && state == UP) ||
						(floors_direction_led[i].down && state == DOWN))) begin
				stop_request = 1'b1;
			end
		end
	end
	always_ff @(posedge clk) begin
		if (rst) begin
			stop <= 1'b0;
		end
		else begin
			if (stop_request) begin
				stop <= 1'b1;
			end
			else if (!stop_cnt) begin
				stop <= 1'b0;
			end
		end
	end
	always_ff @(posedge clk) begin
		if (lift_engine) begin
			stop_cnt <= STOP_DURATION;
		end
		else if (stop_cnt) begin
			stop_cnt <= stop_cnt - 1;
		end
	end
endmodule : lift
### flow/run.sh
#!/bin/bash
# OpenROAD 26Q1-2900-gdf79404cd8, Yosys 0.63+post, stock flow scripts
make -C /OpenROAD-flow-scripts/flow DESIGN_CONFIG=/design/flow/config.mk WORK_HOME=/design/flow/orfs finish
==> COMMIT_EDITMSG <==
Record implementation results from latest flow run

- Launch instance of the worst register-to-register path: state[2]$_DFF_P_
- Rows: 26
- List of cells traversed by the critical path: clkdlybuf4s50_1 -> o21ai_0 -> nand4_1 -> nor4_1 -> nand2b_1 -> nor2_1 -> clkdlybuf4s50_1
- Setup repair after global routing left no endpoint under its margin.
- The synthesized netlist handed to floorplanning was reported with a cell count of 226.
- Overall die height: about 75 um
- Final standard cell count with taps included and fillers excluded: 366
- Number of max-capacitance violations reported: 0
- The routed layout has 1965 vias.
* Top cell area share: a little under a quarter
* Root Driver: sky130_fd_sc_hd__clkbuf_8
* Fraction of the yosys area taken by sequential cells: 45.5%
- Area growth, synth to finish: 39.1%
* Static Leakage: between 1 and 1.5 nW
- The first global-routing pass estimated around 9000 um of wire.
- In this run the worst path has a maximum fanout of 4.
- Per STA, the library cell used most along the worst path is sky130_fd_sc_hd__clkdlybuf4s50_1.
- Insertion delay to the later sink of the worst-skew pair: 0.29 ns
- Number of distinct library cell variants in the gate-level netlist after synthesis: between 50 and 60
- Worst reg2reg path endpoint: stop_cnt[2]$_SDFFE_PP0P_
- CTS reports a maximum clock tree buffer depth of 2.
- The biggest area contributor in the post-synthesis netlist is sky130_fd_sc_hd__dfxtp_1.
- The clock drives 40 sinks.
* Log Warnings: 29
- Yosys warning count: 161
- Clock-pin slew was measured on the worst setup and hold paths at 0.07 ns.
- Detailed Place HPWL: 4270 um
- Largest net degree at the start of global routing: 21
- CTS tree: yes
- The floorplan step records an initial core utilization of between 40% and 50%.
- Number of hold violations in the final report: 0
* Maximum ir drop on the vdd rail: about 0.00022 V
- The horizontal die dimension reported for this design is ~75 um.
* Count of fill cells added during filler insertion: 464
* Post-synth top flop: sky130_fd_sc_hd__dfxtp_1
- Last weighted congestion value of the routability-driven placer: 0.841
- Per the log, the first TritonRoute iteration ended with a DRC count of approximately 70.
- STA classifies the critical path endpoint as a primary output.
- Status: completed
- Max stage delay cell, worst path: sky130_fd_sc_hd__clkdlybuf4s50_1
- Die outline area: roughly 5600 um2
* Input/output buffers: 67
* Peak clock frequency supported by timing: 245 MHz
- Iteration tally of the first detailed-router pass: 4
- Number of global-route vias before repair: 1815
* TritonCTS Buffers: 5
* Seq cells post-synth: 40
* Number of buffers inserted by hold repair at cts: 0
- Count of instances resized after the clock tree is built: 0
- Via density per instance: 5.37
- Routed wire length per instance: between 15 and 20 um
- Ranked by total cell area, the synthesized netlist is headed by sky130_fd_sc_hd__dfxtp_1, sky130_fd_sc_hd__edfxtp_1, sky130_fd_sc_hd__o211a_1.
* Area of the mapped netlist: 2110 um2
- Slew Limit Fails: 0
- For hold timing, the worst endpoint is stop$_SDFFE_PP0P_.
- The H-tree was split into 2 levels.
* IO Pins: 72
* Launch point of the worst hold path: stop$_SDFFE_PP0P_
- Counting I/O delays and the setup requirement, the final critical path takes 4.09 ns.
- The critical path in this run is classified as input pin to primary output.
- Number of cells in the design after placement: about 360
* Global-route usage over all layers: 21.9%
- Worst reg2reg path depth: 6
* Worst hold path type: register to register
* Residual antenna-violating net count after detailed routing: 0
* Number of antenna violations at the first check in global routing: 0
* Maximum single-stage delay on the critical path: ~0.53 ns
* Share of cells above drive strength 1: 6.08%
* Setup bufs post-CTS: 0
- Slew HR: just under 50%
* Antenna cell count: 0
- Worst Clk Skew: 0.00796 ns
- Data arrival, critical path: 3.05 ns
- The script computed a power per unit cell area of between 200 and 300 nW/um2.
* Total Routed Length: between 5000 and 6000 um
- Transition time at the pin with the least slew margin: 0.766 ns
- Post-route setup TNS: 0 ns
- The final timing report counts setup violations totalling 0.
- Worst Hold Path Cells: 2
- DRC violations left: 0
- Post-synthesis, Yosys gives the total cell area as 2110 um2.
* Share of flip-flops with an asynchronous set or reset: 0%
* Remaining global-route overflow: 0
- Mapped Avg Cell Area: 9.35 um2
- Final critical-path share of the clock period: 78.6%
- The post-synth count of flops with an enable pin is 16.
* Startpoint type of the worst setup path: input pin
- Flop-to-flop setup slack: ~3 ns
- The number of cells reported by Yosys stat comes to about 230.
- Data required time of the critical path: 4.16 ns
* Floorplan Core Area: around 5000 um2
## how the worst max path moves through the flow
stage                startpoint  cells after the start              to  slack, ns
4_1_cts   lift_stop_detector[0]                      7  lift_engine[1]       1.11
5_1_grt   lift_stop_detector[0]                      7  lift_engine[1]       0.95
6_report  lift_stop_detector[0]                      7  lift_engine[1]       1.11
## synthesized netlist by cell type, types with 2 or more instances
cell / number
sky130_fd_sc_hd__ha_1: 2
sky130_fd_sc_hd__nand3_1: 2
sky130_fd_sc_hd__clkbuf_1: 5
sky130_fd_sc_hd__o21bai_1: 2
sky130_fd_sc_hd__o21ai_0: 22
sky130_fd_sc_hd__o21a_1: 16
sky130_fd_sc_hd__dfxtp_1: 24
sky130_fd_sc_hd__nor4_1: 7
sky130_fd_sc_hd__a21oi_1: 3
sky130_fd_sc_hd__nor3_1: 3
sky130_fd_sc_hd__o21ai_1: 6
sky130_fd_sc_hd__o211a_1: 17
sky130_fd_sc_hd__nand4_1: 6
sky130_fd_sc_hd__buf_4: 2
sky130_fd_sc_hd__inv_1: 4
sky130_fd_sc_hd__nand2_1: 26
sky130_fd_sc_hd__o22ai_1: 2
sky130_fd_sc_hd__nand2b_1: 4
sky130_fd_sc_hd__nor2_1: 25
sky130_fd_sc_hd__edfxtp_1: 16
## worst max-delay path: cells and delay by family
family / cells / cell delay (ns)
AND-OR/OR-AND: 1 / 0.14
AND/OR/NAND/NOR: 4 / 0.87
buffers and inverters: 2 / 0.99
## state kept, by name (all words and copies together), names as in the netlist
name	cells
floors_select_led	16
floors_direction_led.up	9
floors_direction_led.down	7
stop_cnt	4
state	3
stop	1
## final cells by class
class / instances / area (um2) / area share, %
clock buffers: 7 / 76.3 / 2.60
clock inverters: 1 / 5.00 / 0.170
inverters: 5 / 18.8 / 0.639
multi-input cells: 174 / 1100 / 37.6
flip-flops and latches: 40 / 961 / 32.7
well taps: 70 / 87.6 / 2.98
repair buffers: 69 / 686 / 23.3
## through the flow
step	setup WS [ns]	util (%)	cell area (um2)	power [W]	hold slack [ns]
2_1_floorplan	2.39	-	2120	0.000551	0.433
3_3_place_gp	1.08	55.9	2860	0.000671	0.458
3_5_place_dp	1.11	55.9	2860	0.000673	0.466
4_1_cts	1.11	57.5	2940	0.000872	0.476
5_1_grt	0.948	57.5	2940	0.000924	0.506
6_report	1.11	57.5	2940	0.000861	0.471
## metal layers
metal | up-vias | track usage, % | share of wire [%]
met5 | - | 0 | 0
met4 | 0 | 1.89 | 0.95
met3 | 5 | 4.48 | 6.0
met2 | 57 | 33.4 | 45
met1 | 902 | 34.9 | 48
li1 | 1001 | - | -
## kinds of logic after synthesis
logic type / Yosys count / synth area share (%)
AOI/OAI and AO/OA: 83 / 29.2
xor gates and xnor gates: 2 / 0.830
adders and majority gates: 2 / 1.18
buffers and inverters: 13 / 2.67
DFF: 40 / 45.5
other: 1 / 0.178
and+or+nand+nor: 85 / 20.4
## cells in the final DEF, fill, tap and decap left out, types with 3 or more instances in the layout
| master | instances |
|---|---|
| sky130_fd_sc_hd__edfxtp_1 | 16 |
| sky130_fd_sc_hd__nor3_1 | 3 |
| sky130_fd_sc_hd__inv_1 | 4 |
| sky130_fd_sc_hd__clkbuf_8 | 5 |
| sky130_fd_sc_hd__nand2b_1 | 4 |
| sky130_fd_sc_hd__o21ai_0 | 22 |
| sky130_fd_sc_hd__nand4_1 | 6 |
| sky130_fd_sc_hd__dfxtp_1 | 24 |
| sky130_fd_sc_hd__o211a_1 | 17 |
| sky130_fd_sc_hd__o21a_1 | 16 |
| sky130_fd_sc_hd__nor2_1 | 25 |
| sky130_fd_sc_hd__nor4_1 | 7 |
| sky130_fd_sc_hd__clkdlybuf4s50_1 | 67 |
| sky130_fd_sc_hd__o21ai_1 | 6 |
| sky130_fd_sc_hd__nand2_1 | 26 |
| sky130_fd_sc_hd__a21oi_1 | 3 |
## where the power goes
part           switching (W)  leakage, nW  internal, W
clock               0.000101       0.0422    0.0000942
sequential         0.0000470        0.318     0.000382
combinational      0.0000992        0.741     0.000137
total               0.000247         1.10     0.000613
Power and IR drop assume default switching activity.
